`flow/run.sh`:
```
#!/bin/bash
# OpenROAD 26Q1-2900-gdf79404cd8, Yosys 0.63+post, stock flow scripts
make -C /OpenROAD-flow-scripts/flow DESIGN_CONFIG=/design/flow/config.mk WORK_HOME=/design/flow/orfs finish
```
`flow/config.mk`:
```
export PLATFORM = sky130hd
export DESIGN_NAME = adder
export DESIGN_NICKNAME = adder
export VERILOG_FILES = /design/flow/design.v
export SDC_FILE = /design/flow/constraint.sdc
export NUM_CORES = 4
export LEC_CHECK = 1
export CORE_AREA = 10 10 77 77
export DIE_AREA = 0 0 87 87
```
`flow/constraint.sdc`:
```
current_design adder

set clk_period 13.2
set clk_io_pct 0.2

create_clock -name clk0 -period $clk_period

set non_clock_inputs [all_inputs -no_clocks]
set_input_delay [expr $clk_period * $clk_io_pct] -clock clk0 $non_clock_inputs
set_output_delay [expr $clk_period * $clk_io_pct] -clock clk0 [all_outputs]
```
`flow/design.v`:
```
module adder(input[15:0] a , input[15:0] b , output reg [15:0] result , input clk);
    always  @(*)
        result =a + b ; 
endmodule
```
==> results.tsv <==
stage	metric	value	unit
detailed_routing	drtIter0Drc	37	
synth	synth_cell_types	27	
layout	stdcell_count	198	
placed_design	port_buffers	48	
detailed_routing	antenna_left	0	
synth	yosysSeqAreaShare	0	
placed_design	finalWeightedCongestion	0.793	
job	warning_count	33	
final_timing	layout_min_cycle_time	7.93	ns
synth	logic_family	AND-OR/OR-AND gates	
clock_network	ctsHoldBuffers	0	
global_route	grt_max_degree	7	
final_timing	finalHoldViolCount	0	
detailed_routing	via_per_inst	4.32	
layout	postLayoutCellArea	1270	um^2
clock_network	ctsResizeCount	0	
floorplan	pin_count	49	
layout	area_growth	75.3	%
final_timing	tns	0	ns
detailed_routing	antenna_cells	0	
final_timing	worstMarginPinSlew	0.463	ns
critical_path	end_kind	output pin	
run_status	outcome	finished, final reports clean	
synth	top_cells_by_area	ha_1 26%, xnor2_1 12%, a21oi_1 12%	
job	cap_violations	0	
floorplan	dieHeight	87	um
worst_hold_path	min-delay-start	b[0]	
final_timing	setup_violations	0	
pwr	p_leak	0.501	nW
global_route	antenna_found_initial	0	
synth	ys_cells	98	
synth	synthCells	98	
final_timing	post-route-period-util	0.601	
pwr	p_per_area	50.1	nW/um^2
final_timing	final_max_slew_viol_count	0	
synth	adder_share	0.287	
synth	xor_area_frac	0.181	
synth	largest_area_cell	ha_1	
floorplan	dieArea	7570	um^2
layout	final_layout_size_suffix_gt1_frac	0.0274	
critical_path	path_max_fanout	3	
floorplan	rows	24	
global_route	grt_usage	0.0639	
placed_design	dp.cells	198	
synth	top_area_frac	0.259	
synth	synth_warnings	1	
synth	simple_gate_share	0.150	
detailed_routing	vias	856	
worst_hold_path	holdPathEnd	result[0]	
synth	yosys-stat-area	724	um^2
synth	synth.avg_cell_area	7.39	um^2
layout	seq_area	0	um^2
global_route	grt_pass1_wl	4.14	mm
global_route	grt_overflow_total	0	
synth	synth_area	724	um^2
synth	ys_sh_mux	0.0138	
critical_path	critPathArrivalTime	5.29	ns
critical_path	cp.required	10.56	ns
critical_path	start_kind	input port	
detailed_routing	routed_wl	2.43	mm
placed_design	hpwl	2.21	mm
final_timing	slew_headroom	0.688	
pwr	ir_drop	15.3	uV
final_timing	max_freq	126	MHz
floorplan	fp_util	0.166	
worst_hold_path	hold_class	input port to output pin	
global_route	grt_pass1_vias	898	
detailed_routing	drc_errors	0	
synth	top_cells_by_count	17 x a21oi_1, 15 x ha_1, 10 x xnor2_1, 9 x nand2_1, 8 x o21ai_0	
floorplan	fp.dieW	87	um
clock_network	cts_setup_buffers	0	
worst_hold_path	whs_path_depth	3	
layout	n_clock_buffer	0	
detailed_routing	drt_pass1_iterations	4	
layout	flops	0	
synth	aoi_share	0.352	
layout	post-route-util	0.292	
final_timing	rsz0062_at_grt	false	
placed_design	placed_area	1270	um^2
detailed_routing	wire_per_inst	12.3	um
floorplan	core	4350	um^2
critical_path	worstSetupPathType	input port to output pin	
synth	top_cell	a21oi_1	
==> through the flow <==
step	power (mW)	hold WS [ns]	setup WS (ns)
6_report	0.0636	6.32	5.27
5_1_grt	0.0719	6.37	5.07
4_1_cts	0.0652	6.33	5.23
3_5_place_dp	0.0647	6.33	5.23
3_3_place_gp	0.0648	6.32	5.22
2_1_floorplan	0.0284	5.35	6.31
==> critical path: stages <==
cell	delay (ns)
clkdlybuf4s50_1	0.40
ha_1	0.22
fa_1	0.40
a21o_2	0.25
a311oi_2	0.35
o21ai_0	0.22
a311oi_1	0.30
nor3_1	0.08
clkdlybuf4s50_1	0.43
==> placed cells by master (no fill, tap or decap), drive strengths merged, types with 4 or more instances in the layout <==
cell | synthesis | routed
a21oi | 17 | 17
clkdlybuf4s50 | 0 | 48
ha | 15 | 15
nand2 | 9 | 9
nand3 | 4 | 4
o21ai | 8 | 8
xnor2 | 10 | 10
xor2 | 5 | 5
==> kinds of logic after synthesis <==
kind of cell | Yosys count
simple gates | 23
compound gates | 40
xor+xnor | 15
buf+inv | 3
mux | 1
fa+ha+maj | 16
==> worst max path at each step <==
stage	end	slack (ns)	startpoint	cells past startpoint
4_1_cts	result[12]	5.23	a[0]	9
5_1_grt	result[10]	5.07	a[0]	9
6_report	result[10]	5.27	a[0]	9
==> layer usage <==
layer  part of all wire  global-route usage
met5                  0                   0
met4                  0                   0
met3               0.12              0.0274
met2               0.45               0.105
met1               0.43              0.0807
==> power breakdown <==
part	switching (mW)	internal, mW	leakage [nW]
Clock	0	0	0
Sequential	0	0	0
Combinational	0.0232	0.0404	0.501
==> final cells by class <==
type / instances / area [um^2]
fillers: 472 / 3080
inverters: 3 / 11.3
multi-input cells: 95 / 713
well taps: 52 / 65.1
repair buffers: 48 / 480
Power and IR drop assume default switching activity.
